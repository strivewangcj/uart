### design/flow/design.v
`timescale 1ns / 1ps
module CLK_DIV_module#(
    parameter       P_CLK_DIV_CNT = 2     
)(
    input           i_clk               , 
    input           i_rst               , 
    output          o_clk_div             
);
reg                 ro_o_clk_div    ;
reg  [15:0]         r_cnt           ;
assign o_clk_div = ro_o_clk_div     ;
always@(posedge i_clk,posedge i_rst)
begin
    if(i_rst)
        r_cnt <= 'd0;
    else if(r_cnt == (P_CLK_DIV_CNT >> 1) - 1)
        r_cnt <= 'd0;
    else 
        r_cnt <= r_cnt + 1;
end
always@(posedge i_clk,posedge i_rst)
begin
    if(i_rst)
        ro_o_clk_div <= 'd0;
    else if(r_cnt == (P_CLK_DIV_CNT >> 1) - 1)
        ro_o_clk_div <= ~ro_o_clk_div;
    else 
        ro_o_clk_div <= ro_o_clk_div;
end
endmodule
### design/flow/run.sh
#!/bin/bash
# OpenROAD 26Q1-2900-gdf79404cd8, Yosys 0.63+post, stock flow scripts
make -C /OpenROAD-flow-scripts/flow DESIGN_CONFIG=/design/flow/config.mk WORK_HOME=/design/flow/orfs finish
### design/flow/config.mk
export PLATFORM = sky130hd
export DESIGN_NAME = CLK_DIV_module
export DESIGN_NICKNAME = CLK_DIV_module
export VERILOG_FILES = /design/flow/design.v
export SDC_FILE = /design/flow/constraint.sdc
export NUM_CORES = 4
export LEC_CHECK = 1
export CORE_AREA = 10 10 85 85
export DIE_AREA = 0 0 95 95
### design/flow/constraint.sdc
current_design CLK_DIV_module

set clk_period 2.3
set clk_io_pct 0.2

create_clock -name clk0 -period $clk_period [get_ports {i_clk}]

set non_clock_inputs [all_inputs -no_clocks]
set_input_delay [expr $clk_period * $clk_io_pct] -clock clk0 $non_clock_inputs
set_output_delay [expr $clk_period * $clk_io_pct] -clock clk0 [all_outputs]
==> impl_metrics.yaml <==
# yosys + openroad results
floorplanning:
  rows: 27
  io_pins: 3
  design.core.area_um2: 5470
  floorplan.core_util_pct: 15.3
  fp.dieH_um: 95
  die-area_um2: 9030
  dieWidth_um: 95
detailed_routing:
  ant_nets: 0
  detail_route.wl_per_cell_um: 9.58
  dr.first_iter.drc_count: 6
  antenna_cells: 0
  drc: 0
  viasPerCell: 3.55
  dr_total_vias: 529
  firstDrtPassIters: 4
  postRouteWirelength_mm: 1.43
logic_synthesis:
  synth-edff-count: 0
  synthSimpleGateAreaFrac_pct: 27.9
  top_cell: "dfrtp_1"
  top_logic_kind: "simple AND/OR/NAND/NOR gates"
  largest_area_cell: "dfrtp_1"
  ys_area_um2: 840
  synthAoiAreaFrac_pct: 0
  area_leaders: "dfrtp_1 51%, xnor2_1 8.3%, xor2_1 7.3%"
  ys_sh_adder_pct: 2.98
  ys_seq_share_pct: 50.7
  async_flop_share_pct: 100
  synthCells: 72
  top_area_share_pct: 50.7
  yosysUniqueCellTypes: 20
  ys_sh_mux_pct: 0
  yosys_cells: 72
  top_cells_by_count: "17 x dfrtp_1, 8 x xnor2_1, 7 x xor2_1"
  syn_area_per_cell_um2: 11.7
  xor_share_pct: 15.6
  netlist_area_um2: 840
  yosysWarnings: 1
  ff_type: "dfrtp_1"
  ys.flops: 17
global_route:
  grt_start_max_net_pins: 18
  gr-total-overflow: 0
  grt_pass1_vias: 523
  antenna_found_initial: 0
  grtUsageTotal_pct: 3.16
  grt_first_pass_wirelength_mm: 2.37
sta:
  setup_tns_ps: 0
  setup_viol: 0
  min_period_ps: 1540
  max_slew_margin_pct: 56.9
  tightest_slew_ps: 646
  fin_worst_skew_ps: 0.765
  slew_violations: 0
  final_hold_viol_count: 0
  period_used_pct: 66.9
  fmax_mhz: 650
  rsz0062_at_grt: "no"
  hold_slack_ps: 477
flow_run:
  cap_viol_max_count: 0
  warnings: 26
clock_tree:
  cts_sinks: 17
  clk_pin_slew_ps: 60
  ctsResizeCount: 0
  cts_root_buf: "clkbuf_8"
  cts_buffers: 3
  cts_max_level: 1
  cts_hold_buffers: 0
  tritoncts: "yes"
  cts_setup_buffers: 0
  cts_max_path_buffers: 2
  clock_latency_ps: 240
cells_and_area:
  logic_area_um2: 390
  final_area_um2: 990
  areaGrowthSynthToFinish_pct: 17.9
  drive_gt1_share_pct: 14.3
  fillers: 609
  regArea_um2: 425
worst_setup_path:
  cp_cell_sequence: "clkdlybuf4s50_1"
  worstSetupStartpointType: "register"
  crit_family: "buffers and inverters"
  worstSetupPathDepth: 1
  critical-path-max-stage-delay_ps: 470
  critPathKind: "reg -> out"
  startpoint: "ro_o_clk_div"
  r2r_slack_ps: 810
  required_ps: 1840
  cp.arrival_ps: 1080
  r2r_cells: 5
  r2r-end: "r_cnt[1]"
  cpMaxStageDelayCell: "clkdlybuf4s50_1"
  critPathCaptureType: "output port"
  critPathMaxFanout: 2
  reg2reg_from: "r_cnt[0]"
  cp-endpoint: "o_clk_div"
  crit_buf_inv: 1
run_status:
  status: "finished clean"
power_and_ir_drop:
  ir_drop_uv: 256
  power_per_cell_area_nw_per_um2: 530
  leakagePower_nw: 0.429
placement:
  gp_congestion: 0.856
  portBuffers: 2
  hpwl_mm: 1.04
  place_area_um2: 945
min_path:
  hold_class: "reg -> reg"
## cell type report
| type | count | area share, % |
|---|---|---|
| Sequential cell | 17 | 43.0 |
| Multi-Input combinational cell | 49 | 39.4 |
| Timing Repair Buffer | 2 | 2.02 |
| Tap cell | 72 | 9.10 |
| Inverter | 5 | 1.90 |
| Clock buffer | 4 | 4.55 |
## routing by layer
metal / track usage [%] / vias up / routed length [µm]
met3: 0.481 / 2 / 28
met5: 0 / - / 0
li1: - / 264 / -
met1: 4.19 / 260 / 696
met4: 0.998 / 0 / 29
met2: 5.21 / 3 / 672
## worst min-delay path by stage
stage / slack [ps] / start / cells after the start / to
global route: 490 / r_cnt[15] / 1 / r_cnt[15]
CTS: 480 / r_cnt[15] / 1 / r_cnt[15]
finish: 480 / ro_o_clk_div / 1 / ro_o_clk_div
## flip-flops by register name, indices dropped and copies added (netlist names)
| register | flops |
|---|---|
| ro_o_clk_div | 1 |
| r_cnt | 16 |
## metrics by stage
step	power [mW]	worst slack, ps	util (%)	instances
floorplan	0.309	984	-	72
global placement	0.312	840	17.3	145
detailed placement	0.312	809	17.3	145
CTS	0.533	746	18.1	149
global route	0.549	710	18.1	149
finish	0.525	762	18.1	149
## power breakdown
part / switching [mW] / total, mW / internal, mW / leakage [nW]
clock network: 0.0958 / 0.218 / 0.123 / 0.0228
registers: 0 / 0.299 / 0.299 / 0.238
logic: 0.00575 / 0.00732 / 0.00157 / 0.168
total: 0.102 / 0.525 / 0.423 / 0.429
## kinds of logic after synthesis
kind of cell	count (synthesis)
adders and majority gates	2
and+or+nand+nor	32
DFF	17
xor gates and xnor gates	15
buffers and inverters	6
## layout by cell type (no fill, tap or decap), types with 2 or more instances in the layout
master           Yosys  final
xor2_1               7      7
dfrtp_1             17     17
nand3_1              4      4
ha_1                 2      2
nor3_1               4      4
nor4_2               4      4
xnor2_1              8      8
nand2_1              3      3
clkbuf_8             0      3
nor2_1               3      3
inv_1                5      5
clkdlybuf4s50_1      0      2
nand4_1              5      5
nor4_1               2      2
No activity file was given, so power comes from the tool's default toggle rates.
