==> design/flow/design.v <==
`timescale 1ns / 1ps
module rst_gen_module#(
  parameter                                                            P_RST_CYCLE                  = 1     
)(
  input                                                                i_clk                         ,
  output                                                               o_rst                          
    );
  reg                                                                  ro_rst                        ;
  reg                [               7:               0]               r_cnt                         ;
  assign                                                               o_rst                        = ro_rst;
  always@(posedge i_clk)
  begin
      if(r_cnt == P_RST_CYCLE - 1 || P_RST_CYCLE == 0)
          r_cnt <= r_cnt;
      else 
          r_cnt <= r_cnt + 1;
  end
  always@(posedge i_clk)
  begin
      if(r_cnt == P_RST_CYCLE - 1 || P_RST_CYCLE == 0)
          ro_rst <= 'd0;
      else 
          ro_rst <= 'd1;
  end
endmodule
==> design/flow/run.sh <==
#!/bin/bash
# OpenROAD 26Q1-2900-gdf79404cd8, Yosys 0.63+post, stock flow scripts
make -C /OpenROAD-flow-scripts/flow DESIGN_CONFIG=/design/flow/config.mk WORK_HOME=/design/flow/orfs finish
==> design/flow/config.mk <==
export PLATFORM = sky130hd
export DESIGN_NAME = rst_gen_module
export DESIGN_NICKNAME = rst_gen_module
export VERILOG_FILES = /design/flow/design.v
export SDC_FILE = /design/flow/constraint.sdc
export NUM_CORES = 4
export LEC_CHECK = 1
export CORE_AREA = 10 10 71 71
export DIE_AREA = 0 0 81 81
==> design/flow/constraint.sdc <==
current_design rst_gen_module

set clk_period 2.5
set clk_io_pct 0.2

create_clock -name clk0 -period $clk_period [get_ports {i_clk}]

set non_clock_inputs [all_inputs -no_clocks]
set_input_delay [expr $clk_period * $clk_io_pct] -clock clk0 $non_clock_inputs
set_output_delay [expr $clk_period * $clk_io_pct] -clock clk0 [all_outputs]
==> reports/metrics.cfg <==
[synthesis]
synth.area.top_cells=edfxtp_1 59%, xnor2_1 6.4%, xor2_1 6.4%, ha_1 6.1%, dfxtp_1 4.9%
numSynthFlops=9
postSynthCellCount=30
synth.top_cell.area_share=0.585
ys_cells=30
post_synth_instance_area_um2=410
postSynthAreaPerCell_um2=13.7
yosysTopAreaCell=edfxtp_1
post_synth_num_cell_types=14
yosys_area_um2=410
ys.warnings.count=1
ys_seq_share=0.634

[status]
outcome=completed

[power_and_ir_drop]
total_leakage_power_nw=0.192
power.ir.vdd_worst_mv=0.490
power_w=0.000323
cellPowerDensity_nw_per_um2=615

[critical_path]
critical_setup_path_kind=reg2out
timing.critical_path.slowest_stage_cell=clkdlybuf4s50_1
cp_data_required_time_ns=2.00
critical-path-top-delay-family=buffers and inverters
end_kind=output pin
crit_chain=clkdlybuf4s50_1
critical_path.n_buffers_inverters=1
worst_ep_arrival_time_ns=0.99
timing.critical_path.from_type=flip-flop
slowest_delay_ns=0.46
critical_path_peak_fanout=1

[cts]
post_cts.repair.setup_buffers=0
ctsHoldBuffers=0
tritoncts=yes
cts_htree_levels=1
clock_pin_slew_on_the_worst_setup_and_hold_paths_ns=0.04
clk-insertion-delay-late_ns=0.23
clock_tree.buffer_depth=2
cell_at_the_root_of_the_clock_tree=clkbuf_8
cts_resized=0
numClockSinks=9
inserted_clock_buffers=3

[drt]
detail_route.first_pass.iterations=3
route.detailed.drc=0
antenna_cells_inserted=0
drt_iter0_markers=1
route.vias.total=228
detail_route.vias_per_cell=2.75
finalWirelength_um=573
route.detailed.wl_per_inst_um=6.90
antenna_viol_nets_final=0

[global_routing]
grt_pass1_vias=214
grt.overflow.total=0
groute.usage.overall=0.0190
first_pass_grt_wire_length_um=966
grt_antenna_before_repair=0
largest_net_degree_at_the_start_of_global_routing=10

[worst_hold_path]
timing.hold.worst.class=reg2reg

[floorplan]
die_area_um2=6560
die-height_um=81
fp.dieW_um=81
floorplan.core_util=0.113
placement_rows=22
top_level_ports=2
coreArea_um2=3630

[final_timing]
period_needed_ns=1.49
worst_pin_slew_ns=0.353
hold_viol_final=0
min_period_over_period=0.596
clock.fmax_mhz=671
timing.max_slew.rel_slack=0.764
rsz0062_at_grt=false
setup_viol=0
final_setup_tns_ns=0
worst_clock_skew_ns=0.00408
drv_slew=0

[layout]
final_layout_top_logic_cell=edfxtp_1
final_layout_size_suffix_gt1_frac=0.143
most-common-layout-cells=8 x edfxtp_1, 3 x nand2_1, 3 x xor2_1, 3 x xnor2_1, 3 x clkbuf_8
synthToLayoutAreaGrowth_pct=28.0

[run]
openroad.warnings=26
drv.max_cap_violation_count=0

[placed_design]
port_buffers=1
place_congestion=0.782

-- final cells by class --
| type | instances | area [µm²] |
|---|---|---|
| repair buffers | 1 | 10.0 |
| inverters | 2 | 7.51 |
| fillers | 414 | 3110 |
| well taps | 48 | 60.1 |
| clock buffers | 4 | 45.0 |
| multi-input cells | 19 | 143 |
| flip-flops and latches | 9 | 260 |
-- worst paths after layout --
kind                             end  cells after the start          startpoint  slack, ns
setup reg to reg  r_cnt[1]$_DFFE_PP_                      4  r_cnt[0]$_DFFE_PP_       1.05
hold / removal    r_cnt[7]$_DFFE_PP_                      1  r_cnt[7]$_DFFE_PP_       0.61
setup / recovery               o_rst                      1      ro_rst$_DFF_P_       1.01
hold reg to reg   r_cnt[7]$_DFFE_PP_                      1  r_cnt[7]$_DFFE_PP_       0.61
-- flip-flops by register name, indices dropped and copies added (netlist names) --
name / count
r_cnt: 8
ro_rst: 1
-- power by group --
| part | switching [W] | total, W | leakage, nW | internal (W) |
|---|---|---|---|---|
| sequential | 0 | 0.000162 | 0.101 | 0.000162 |
| clock | 0.0000509 | 0.000161 | 0.0228 | 0.000111 |
| combinational | 0 | 0.0000000000682 | 0.0682 | 0 |
-- routing by layer --
metal,wire length (µm),part of all wire,vias up,track usage
li1,-,-,115,-
met1,263,0.46,109,0.0246
met2,261,0.46,4,0.0247
met3,48,0.084,0,0.0156
met4,0,0,0,0.00173
met5,0,0,-,0
-- logic make-up after synthesis --
logic type,Yosys count,share of synthesized area
xor+xnor,6,0.128
fa+ha+maj,2,0.0610
buf+inv,2,0.0183
flops,9,0.634
simple gates,11,0.159
-- Yosys cell counts --
master and n:
xnor2_1 3, ha_1 2, nand3_2 1, inv_1 2, and3_1 1, xor2_1 3, nor3_2 1, edfxtp_1 8
nor4b_1 1, nand3_1 2, nor3_1 1, nand2_1 3, nor2_1 1, dfxtp_1 1
-- through the flow --
step	utilization	area [µm²]	cells	setup WS (ns)	hold slack, ns
finish	0.145	526	83	1.01	0.605
floorplan	-	410	30	1.16	0.571
CTS	0.145	526	83	0.987	0.607
global route	0.145	526	83	0.949	0.630
global placement	0.132	480	79	1.05	0.592
detailed placement	0.132	480	79	1.04	0.597
Power is estimated from default activity; no workload was simulated.
